[flow/run.sh]
#!/bin/bash
# OpenROAD 26Q1-2900-gdf79404cd8, Yosys 0.63+post, stock flow scripts
make -C /OpenROAD-flow-scripts/flow DESIGN_CONFIG=/design/flow/config.mk WORK_HOME=/design/flow/orfs finish
[flow/config.mk]
export PLATFORM = sky130hd
export DESIGN_NAME = hex7seg
export DESIGN_NICKNAME = hex7seg
export VERILOG_FILES = /design/flow/design.v
export SDC_FILE = /design/flow/constraint.sdc
export NUM_CORES = 4
export LEC_CHECK = 1
export CORE_AREA = 10 10 70 70
export DIE_AREA = 0 0 80 80
[flow/constraint.sdc]
current_design hex7seg

set clk_period 1.0
set clk_io_pct 0.2

create_clock -name clk0 -period $clk_period

set non_clock_inputs [all_inputs -no_clocks]
set_input_delay [expr $clk_period * $clk_io_pct] -clock clk0 $non_clock_inputs
set_output_delay [expr $clk_period * $clk_io_pct] -clock clk0 [all_outputs]
[flow/design.v]
module hex7seg(
	input[3:0]hex,
	output reg[0:6] seg
	);
	parameter ZERO = 7'b000_0001;
	parameter ONE = 7'b100_1111;
	parameter TWO = 7'b001_0010;
	parameter THREE = 7'b000_0110;
	parameter FOUR = 7'b100_1100;
	parameter FIVE = 7'b010_0100;
	parameter SIX = 7'b010_0000;
	parameter SEVEN = 7'b000_1111;
	parameter EIGHT = 7'b000_0000;
	parameter NINE = 7'b000_1100;
	parameter A = 7'b000_0010;
	parameter B = 7'b110_0000;
	parameter C = 7'b011_0001;
	parameter D = 7'b100_0010;
	parameter E = 7'b011_0000;
	parameter F = 7'b011_1000;
	always @(hex)
	case(hex)
	0: seg = ZERO;
	1: seg = ONE;
	2: seg = TWO;
	3: seg = THREE;
	4: seg = FOUR;
	5: seg = FIVE;
	6: seg = SIX;
	7: seg = SEVEN;
	8: seg = EIGHT;
	9: seg = NINE;
	10: seg = A;
	11: seg = B;
	12: seg = C;
	13: seg = D;
	14: seg = E;
	15: seg = F;
	endcase
endmodule
==> results.yml <==
# generated from flow reports
critical_path:
  arrival_ns: 1.09
  worstPathRequired_ns: 0.80
  worstSetupEndpointType: "output pin"
  critPathLaunchType: "input pin"
  criticalPathCategory: "in -> out"
  critPathMaxFanout: 4
global_routing:
  grt_max_degree: 7
  grt_pass1_wl_microns: 1610
  antenna_found_initial: 0
  grt_use_total: 0.0301
  grt-ovfl-total: 0
  grt_pass1_vias: 341
yosys:
  avgSynthCellArea_sq_um: 7.70
  ys_chip_area_sq_um: 254
  ys_types: 17
  ys_top_cells_by_area: "ha_1, mux2i_1, mux4_2"
  synthTopCellsByCount: "ha_1, inv_1, o21ai_0"
  syn_area_sq_um: 254
  top_cell_area_share: 0.296
  top_area_cell: "ha_1"
  top_cell: "ha_1"
  ys_seq_frac: 0
  ys_warn_count: 1
  yosys_cells: 33
  syn_inst: 33
route:
  routedWlPerCell_microns: 10.0
  ant_nets: 0
  routed_wirelength_microns: 1030
  drt_first_iter_violations: 7
  dr_wl_met2_microns: 468
  n_antenna_cell: 0
  drt-met1-wl_microns: 498
  avgViaCountPerCell: 3.05
  vias: 314
  first_pass_iters: 2
  route.met3.wl_microns: 66
  drc_errors: 0
  top_layer: "met3"
final_layout:
  stdcell_area_sq_um: 628
  seq_cells: 0
  clkbuf_count: 0
  seq_area_sq_um: 0
  drive_gt1_frac: 0.684
  syn2layout_area_growth_pct: 147
  n_fill_cell: 381
  final_util: 0.184
timing:
  fin_setup_tns_ns: -1.51
  rsz0062_at_grt: "true"
  holdWs_ns: 0.864
  fin_crit_ns: 1.29
  hold_violations: 0
  setup_viol: 7
  max_clock_freq_ghz: 0.772
  worst_slew_pin_slew_ns: 0.145
  relSlewSlack: 0.901
  finalMaxSlewViolations: 0
  fin_ws_ns: -0.295
  layout_worst_path_cycle_share: 1.29
power:
  power.total_w: 0.000235
  p_leak_nw: 0.271
  powerDensity_nw_per_um2: 374
  ir_drop_mv: 0.162
floorplanning:
  dieArea_sq_um: 6400
  die_w_microns: 80
  fp-utilization: 0.0744
  ioPinCount: 11
  rows: 21
  die_h_microns: 80
  core_area_sq_um: 3420
run_status:
  status: "complete, but fails checks"
  violations: "negative setup slack"
clock_network:
  hold_buffers: 0
placement:
  hpwl_microns: 685
  port_buffers: 11
  placed_area_sq_um: 514
  place_congestion: 0.790
run:
  warnings: 40
  drv_cap: 0
worst_hold_path:
  hold_path_class: "in -> out"
## critical path, cell delays in order
cell      delay, ns
buf_12         0.10
clkinv_8       0.06
ha_4           0.15
mux4_2         0.45
buf_2          0.13
## stage by stage
stage,setup slack (ns),std cells
global placement,-1.17,99
detailed placement,-1.18,99
CTS,-0.295,103
global route,-0.324,103
finish,-0.295,103
floorplan,-0.0111,33
## repair_timing
action,4_1_cts,5_1_grt
gates cloned,2,0
setup buffers,2,1
setup endpoints to repair,7,7
pin swaps,7,9
resized,61,5
## final cells by class
| cell class | count | area [sq um] | area share |
|---|---|---|---|
| Multi-Input combinational cell | 26 | 307 | 0.488 |
| Timing Repair Buffer | 26 | 220 | 0.351 |
| Tap cell | 46 | 57.6 | 0.0916 |
| Inverter | 5 | 43.8 | 0.0697 |
## cells in the final DEF, fill, tap and decap left out
cell,count
clkinv_8,1
buf_2,8
or2b_1,2
nand3_1,1
o21ai_1,4
inv_6,1
o21ai_2,1
nor2_2,1
nand2b_4,1
dlygate4sd2_1,1
inv_1,1
buf_12,2
mux2i_1,3
o211ai_1,1
inv_2,1
inv_8,1
buf_4,10
mux4_2,1
ha_4,6
nand2_1,2
a21oi_1,2
a32o_1,1
buf_6,5
## cells by family (layout without fill, tap and decap cells)
| logic type | Yosys count | in the layout | synth area share |
|---|---|---|---|
| buf+inv | 7 | 31 | 0.143 |
| simple gates | 7 | 7 | 0.148 |
| fa+ha+maj | 6 | 6 | 0.296 |
| mux | 4 | 4 | 0.207 |
| compound gates | 9 | 9 | 0.207 |
## where the power goes
group	switching [W]	internal, W
sequential	0	0
clock	0	0
combinational	0.0000983	0.000136
total	0.0000983	0.000136
## per-layer routing
layer,vias up,GRT usage
met2,9,0.0490
li1,165,-
met5,-,0
met3,0,0.00682
met1,140,0.0417
met4,0,0
## worst paths after layout
path,startpoint,to,slack [ns],cells after the start
worst max-delay path,hex[0],seg[5],-0.29,5
worst min-delay path,hex[3],seg[0],0.86,5
Power is estimated from default activity; no workload was simulated.
